--- /design/flow/design.v ---
module xorshift64plus #(
    parameter SEED1 = 64'h123456789ABCDEF0,
    parameter SEED2 = 64'hCAFEBABEDEADBEEF
)(
    input  wire        clk,
    input  wire        rst_n,       
    input  wire        next,        
    output reg  [63:0] rand_out,
    output reg         valid
);
    reg [63:0] s0, s1, x;
    always @(posedge clk or negedge rst_n) begin
        if (!rst_n) begin
            s0 <= SEED1;
            s1 <= SEED2;
            rand_out <= 0;
            valid <= 0;
        end else if (next) begin
            x    <= s0;
            s0   <= s1;
            x    <= x ^ (x << 23);         
            s1   <= x ^ s1 ^ (x >> 17) ^ (s1 >> 26);  
            rand_out <= s1 + s0;           
            valid <= 1;
        end else begin
            valid <= 0;
        end
    end
endmodule
--- /design/flow/run.sh ---
#!/bin/bash
# OpenROAD 26Q1-2900-gdf79404cd8, Yosys 0.63+post, stock flow scripts
make -C /OpenROAD-flow-scripts/flow DESIGN_CONFIG=/design/flow/config.mk WORK_HOME=/design/flow/orfs finish
--- /design/flow/config.mk ---
export PLATFORM = sky130hd
export DESIGN_NAME = xorshift64plus
export DESIGN_NICKNAME = xorshift64plus
export VERILOG_FILES = /design/flow/design.v
export SDC_FILE = /design/flow/constraint.sdc
export NUM_CORES = 4
export LEC_CHECK = 1
export CORE_UTILIZATION = 40
--- /design/flow/constraint.sdc ---
current_design xorshift64plus

set clk_period 5.7
set clk_io_pct 0.2

create_clock -name clk0 -period $clk_period [get_ports {clk}]

set non_clock_inputs [all_inputs -no_clocks]
set_input_delay [expr $clk_period * $clk_io_pct] -clock clk0 $non_clock_inputs
set_output_delay [expr $clk_period * $clk_io_pct] -clock clk0 [all_outputs]
==> flow.log <==
[report] implementation figures
[metrics] run status: completed
[metrics] wire length of the first global-routing pass: 11100 µm
[metrics] Cell Type Count: 38
[metrics] synthesis-to-layout area growth: 21.2%
[metrics] type of element launching the critical path: input port
[metrics] number of global-route vias before repair: 2386
[metrics] cells taking the most area after synthesis: dfrtp_1 37%, dfstp_2 10%, mux2_2 8.2%
[metrics] DR WL met3: 287 µm
[metrics] Synth Area in XOR/XNOR: 0.0467
[metrics] Dominant cell area share: 0.372
[metrics] Ports: 68
[metrics] first element of the critical path: next
[metrics] highest metal layer with signal wires: met4
[metrics] number of levels the H-tree was split into: 3
[metrics] CTS Root Buffer Type: clkbuf_8
[metrics] CORE AREA: 8680 µm²
[metrics] count of buffers inserted at the top-level ports: 65
[metrics] count of buffer and inverter cells on the critical path: 3
[metrics] number of max-cap violations: 0
[metrics] combined global-route utilization of all metal layers: 0.158
[metrics] post-CTS setup repair buffer count: 0
[metrics] placer congestion estimate: 0.813
[metrics] Clock Latency Late Sink: roughly 340 ps
[metrics] vias after detailed routing: 2378
[metrics] count of TritonRoute iterations in the first routing pass: 6
[metrics] cell total in the yosys stat output: 324
[metrics] #FFs+latches synth: 67
[metrics] cts repair resizes: 0
[metrics] class of the most critical setup path: input port to flop
[metrics] critical path data arrival time: 3060 ps
[metrics] antenna viol nets, final: 0
[metrics] post-layout utilization of the core: 0.498
[metrics] dominant cell type by area after synthesis: dfrtp_1
[metrics] Yosys warnings: 1
[metrics] worst setup slack for register-to-register paths: 3090 ps
[metrics] DR WL/cell: between 10 and 15 µm
[metrics] cell count along the critical path: 4
[metrics] maximum achievable frequency: approximately 0.35 GHz
[metrics] headroom to the max-slew limit: 0.471
[metrics] Pre-Place Util: 0.411
[metrics] Syn Area/Cell: 11.0 µm²
[metrics] critical path required time: 5930 ps
[metrics] Synth top cells by count: 53 x dfrtp_1, 28 x o21ai_0, 26 x mux2_2
[metrics] total count of hold-check failures in the final report: 0
[metrics] total wirelength of the detailed-routed design: 6480 µm
[metrics] Adder-Cell Fraction of Synth Area: 0.111
[metrics] CTS clk-pin slew, worst paths: ~70 ps
[metrics] top logic cell family in the synthesized netlist: AND-OR/OR-AND gates
[metrics] CTS tree: yes
[metrics] antenna violations before repair: 0
[metrics] total congestion overflow after global routing: 0
[metrics] synthesized-area fraction occupied by and/or/nand/nor cells: 0.0572
[metrics] maximum number of pins on one net before global-route repair: 75
[metrics] power density cells: 369 nW/µm²
[metrics] reg-to-reg critical path startpoint: s1[36]$_DFFE_PN1P_
[metrics] fraction of final layout cells with drive strength greater than 1: 0.177
[metrics] cell with the largest stage delay on the worst path: clkinv_1
[metrics] Leak Pwr: 1.89 nW
[metrics] fraction of synthesized area in multiplexers: 0.0863
[metrics] Final Max-Slew Violation Tally: 0
[metrics] instance count along the most critical hold path: 2
[metrics] M1 wire length: 3260 µm
[metrics] aoi share: 0.136
[metrics] crit path capture type: flop
[metrics] DRC viols: 0
[metrics] flip-flops with a built-in enable: 0
[metrics] fraction of registers with async set/reset: 1.00
[metrics] Overall Power: 1.59 mW
[metrics] total cell area reported by yosys after synthesis: 3570 µm²
[metrics] # rows: 34
[metrics] CP Max Fanout: ~74
[metrics] number of buffers inserted during clock tree synthesis: 9
[metrics] sum of met2 wire segment lengths after detailed routing: between 2000 and 3000 µm
[metrics] path depth of the worst reg2reg path: 7
[metrics] post-synthesis sequential area ratio: 0.475
[metrics] largest incremental delay on the critical path: 740 ps
[metrics] Max rail drop VDD: 318 µV
[metrics] Crit path max-delay family: buffers and inverters
[metrics] mapped cell area: ~3600 µm²
[metrics] Total Neg Setup Slack: 0 ps
[metrics] clock period minus final worst setup slack: 2830 ps
[metrics] RSZ-0062 raised after global routing: no
[metrics] half-perimeter wire length after placement: 4280 µm
[metrics] most used flip-flop cell after synthesis: dfrtp_1
[metrics] clock net sink count: about 67
[metrics] horizontal die dimension: 96.4 µm
[metrics] CTS Hold Bufs: 0
[metrics] Worst R2R End: rand_out[14]$_DFFE_PN0P_
[metrics] antenna diode count: 0
[metrics] drt via density: 4.95
[metrics] Clock Tree Buf Depth: 2
[metrics] slew at the pin with the worst max-slew slack: 794 ps
[metrics] count of endpoints failing setup in the final report: 0
[metrics] Die Ht: 96.4 µm
[metrics] Chip Footprint: 9300 µm²
[metrics] OpenROAD warning count: 34
[metrics] gate count of the mapped netlist: 324
[metrics] share of the clock period used by the worst path: 0.497
[metrics] end of the critical path: rand_out[46]$_DFFE_PN0P_
[metrics] type of the worst min-delay path: flop to flop
[metrics] number of DRC markers in iteration 0: a little over 90
[metrics] cells along the critical path: buf_2 > buf_4 > clkinv_1 > mux2_2
[metrics] Worst Clk Skew: 9.98 ps
[metrics] count leader, synth: dfrtp_1
[logic make-up (layout without fill, tap and decap cells)]
kind of cell    Yosys count  after routing
flops                    67             67
simple gates             47             47
other cells               1              2
buf+inv                  54            101
compound gates           81             81
mux                      27             27
fa+ha+maj                28             28
xor+xnor                 19             19
[how the worst min path moves through the flow]
stage            startpoint                end
4_1_cts   s0[4]$_DFFE_PN1P_  s0[4]$_DFFE_PN1P_
6_report  s0[4]$_DFFE_PN1P_  s0[4]$_DFFE_PN1P_
5_1_grt   s1[0]$_DFFE_PN1P_  s1[0]$_DFFE_PN1P_
[power breakdown]
group / switching (mW) / total [mW] / internal, mW / leakage [nW]
Sequential: 0.0756 / 0.685 / 0.609 / 0.793
Combinational: 0.212 / 0.513 / 0.301 / 0.995
Clock: 0.183 / 0.397 / 0.214 / 0.102
[cell type report]
| class | count | area (µm²) |
|---|---|---|
| well taps | 108 | 135 |
| fillers | 808 | 4360 |
| repair buffers | 67 | 656 |
| inverters | 18 | 67.6 |
| multi-input cells | 204 | 1570 |
| flip-flops and latches | 67 | 1690 |
| clock buffers | 10 | 138 |
| clock inverters | 6 | 65.1 |
[flip-flops by register name, summed over array words and instances (netlist names)]
register,flops
s0,10
valid,1
rand_out,45
s1,11
[routing by layer]
layer  up-vias  GRT usage
met5         -          0
met4         0     0.0233
met3         9     0.0342
met2        58      0.245
met1      1145      0.244
li1       1166          -
[layout by cell type (no fill, tap or decap), types with 6 or more instances in the layout]
cell type / netlist / routed
a21o_1: 6 / 6
a21oi_1: 24 / 24
clkbuf_8: 0 / 10
clkdlybuf4s50_1: 0 / 63
dfrtp_1: 53 / 53
dfstp_2: 14 / 14
fa_1: 6 / 6
ha_1: 22 / 22
inv_1: 17 / 17
mux2_2: 26 / 26
nand2_1: 21 / 21
nor2_1: 16 / 16
o21ai_0: 28 / 28
xnor2_1: 10 / 10
xor2_1: 9 / 9
[worst reg2reg max path: cells and delay by family (launching register included)]
kind                       cells  cell delay, ps
xor gates and xnor gates       1             110
muxes                          1             260
buffers and inverters          1             250
AOI/OAI and AO/OA              3             740
DFF                            1             700
adders and majority gates      1             460
[through the flow]
stage / worst slack [ps] / cells / instance area [µm²] / hold slack [ps]
2_1_floorplan: 3480 / 325 / 3570 / 428
3_3_place_gp: 2540 / 464 / 4120 / 465
3_5_place_dp: 2520 / 464 / 4120 / 467
4_1_cts: 2880 / 480 / 4320 / 481
5_1_grt: 2640 / 480 / 4320 / 501
6_report: 2870 / 480 / 4320 / 478
No activity file was given, so power comes from the tool's default toggle rates.
